==> design.v <==
module huffman(
  clk, 
  rst_n, 
  in_valid, 
  gray_data, 
  CNT_valid, 
  CNT1, 
  CNT2, 
  CNT3, 
  CNT4, 
  CNT5, 
  CNT6,
  code_valid, 
  HC1, 
  HC2, 
  HC3, 
  HC4, 
  HC5, 
  HC6, 
  M1, 
  M2, 
  M3, 
  M4, 
  M5, 
  M6
);
input clk;
input rst_n;
input in_valid;
input [7:0] gray_data;
output logic CNT_valid;
output logic [7:0] CNT1, CNT2, CNT3, CNT4, CNT5, CNT6;
output logic code_valid;
output logic [7:0] HC1, HC2, HC3, HC4, HC5, HC6;
output logic [7:0] M1, M2, M3, M4, M5, M6;
logic [14:0] Huf1,Huf2,Huf3,Huf4,Huf5,Huf6;
logic [14:0] Huf1_sort,Huf2_sort,Huf3_sort,Huf4_sort,Huf5_sort,Huf6_sort;
logic [14:0] Huf1_ns,Huf2_ns,Huf3_ns,Huf4_ns,Huf5_ns,Huf6_ns;
logic [6:0] CNT1_temp,CNT2_temp,CNT3_temp,CNT4_temp,CNT5_temp,CNT6_temp;
logic [6:0] CNT1_temp_ns,CNT2_temp_ns,CNT3_temp_ns,CNT4_temp_ns,CNT5_temp_ns,CNT6_temp_ns;
logic [4:0] HC1_temp, HC2_temp, HC3_temp, HC4_temp, HC5_temp, HC6_temp;
logic [4:0] HC1_temp_ns, HC2_temp_ns, HC3_temp_ns, HC4_temp_ns, HC5_temp_ns, HC6_temp_ns;
logic [4:0] M1_temp, M2_temp, M3_temp, M4_temp, M5_temp, M6_temp;
logic [4:0] M1_temp_ns, M2_temp_ns, M3_temp_ns, M4_temp_ns, M5_temp_ns, M6_temp_ns;
logic [1:0] current_state,next;
logic round1,round1_ns,round2,round2_ns;
parameter
IDLE      = 2'b00,
COUNT_PRO = 2'b01,
HUFFMAN   = 2'b11;
parameter
C0 = 2'b00,
C1 = 2'b01,
C2 = 2'b10,
C3 = 2'b11;
CN SORT (Huf6_sort,Huf5_sort,Huf4_sort,Huf3_sort,Huf2_sort,Huf1_sort,Huf6_ns,Huf5_ns,Huf4_ns,Huf3_ns,Huf2_ns,Huf1_ns);
always_comb begin
  CNT_valid = 0;
  code_valid = 0;
  CNT1 = 0; 
  CNT2 = 0;
  CNT3 = 0;
  CNT4 = 0;
  CNT5 = 0;
  CNT6 = 0;
  HC1 = 0;
  HC2 = 0;
  HC3 = 0;
  HC4 = 0;
  HC5 = 0;
  HC6 = 0;
  M1 = 0;
  M2 = 0;
  M3 = 0;
  M4 = 0;
  M5 = 0;
  M6 = 0;
  CNT1_temp_ns = CNT1_temp;
  CNT2_temp_ns = CNT2_temp;
  CNT3_temp_ns = CNT3_temp;
  CNT4_temp_ns = CNT4_temp;
  CNT5_temp_ns = CNT5_temp;
  CNT6_temp_ns = CNT6_temp;
  HC1_temp_ns = HC1_temp;
  HC2_temp_ns = HC2_temp;
  HC3_temp_ns = HC3_temp;
  HC4_temp_ns = HC4_temp;
  HC5_temp_ns = HC5_temp;
  HC6_temp_ns = HC6_temp;
  M1_temp_ns = M1_temp;
  M2_temp_ns = M2_temp;
  M3_temp_ns = M3_temp;
  M4_temp_ns = M4_temp;
  M5_temp_ns = M5_temp;
  M6_temp_ns = M6_temp;
  Huf1_sort = {CNT1_temp,C3,6'b10_0000};
  Huf2_sort = {CNT2_temp,C3,6'b01_0000};
  Huf3_sort = {CNT3_temp,C3,6'b00_1000};
  Huf4_sort = {CNT4_temp,C3,6'b00_0100};
  Huf5_sort = {CNT5_temp,C3,6'b00_0010};
  Huf6_sort = {CNT6_temp,C3,6'b00_0001};
  round1_ns = 0;
  round2_ns = 0;
  next = IDLE;
  if (gray_data[2]) begin
    if (gray_data[1]) begin 
      CNT6_temp_ns = CNT6_temp + 1;
    end
    else begin
      if (gray_data[0]) begin 
        CNT5_temp_ns = CNT5_temp + 1; 
      end
      else begin 
        CNT4_temp_ns = CNT4_temp + 1;
      end
    end
  end
  else begin
    if (gray_data[1]) begin
      if (gray_data[0]) begin 
        CNT3_temp_ns = CNT3_temp + 1; 
      end
      else begin 
        CNT2_temp_ns = CNT2_temp + 1;
      end
    end
    else begin
      if (gray_data[0]) begin 
        CNT1_temp_ns = CNT1_temp + 1; 
      end
    end
  end
  case (current_state)
    IDLE : begin 
      HC1_temp_ns = 0;
      HC2_temp_ns = 0;
      HC3_temp_ns = 0;
      HC4_temp_ns = 0;
      HC5_temp_ns = 0;
      HC6_temp_ns = 0;
      M1_temp_ns = 0;
      M2_temp_ns = 0;
      M3_temp_ns = 0;
      M4_temp_ns = 0;
      M5_temp_ns = 0;
      M6_temp_ns = 0;
      if (in_valid) next = COUNT_PRO;
      else begin
        CNT1_temp_ns = 0;
        CNT2_temp_ns = 0;
        CNT3_temp_ns = 0;
        CNT4_temp_ns = 0;
        CNT5_temp_ns = 0;
        CNT6_temp_ns = 0;
      end
    end
    COUNT_PRO : begin
      next = current_state;
      if (!in_valid) next = HUFFMAN;
    end
    HUFFMAN : begin
      next = current_state;
      round1_ns = 1;
      round2_ns = round1;
      Huf6_sort = ~(Huf6 & 0);
      Huf5_sort = Huf6;
      Huf4_sort = Huf5;
      Huf3_sort = Huf4;
      Huf2_sort = Huf3;
      Huf1_sort[14:8] = Huf1[14:8] + Huf2[14:8];
      Huf1_sort[5:0] = Huf1[5:0] + Huf2[5:0];
      Huf1_sort[7:6] = C2;
      if (round1) Huf1_sort[7:6] = C1;
      else begin
        CNT_valid = 1;
        CNT1 = {1'b0,CNT1_temp};
        CNT2 = {1'b0,CNT2_temp};
        CNT3 = {1'b0,CNT3_temp};
        CNT4 = {1'b0,CNT4_temp};
        CNT5 = {1'b0,CNT5_temp};
        CNT6 = {1'b0,CNT6_temp};
      end
      if (round2) Huf1_sort[7:6] = C0;
      if (Huf1[5]) begin 
        if (M1_temp[3]) HC1_temp_ns[4] = 1;
        else if (M1_temp[2]) HC1_temp_ns[3] = 1;
        else if (M1_temp[1]) HC1_temp_ns[2] = 1;
        else if (M1_temp[0]) HC1_temp_ns[1] = 1;
        else HC1_temp_ns[0] = 1;
      end
      if (Huf1[4]) begin 
        if (M2_temp[3]) HC2_temp_ns[4] = 1;
        else if (M2_temp[2]) HC2_temp_ns[3] = 1;
        else if (M2_temp[1]) HC2_temp_ns[2] = 1;
        else if (M2_temp[0]) HC2_temp_ns[1] = 1;
        else HC2_temp_ns[0] = 1; 
      end      
      if (Huf1[3]) begin 
        if (M3_temp[3]) HC3_temp_ns[4] = 1;
        else if (M3_temp[2]) HC3_temp_ns[3] = 1;
        else if (M3_temp[1]) HC3_temp_ns[2] = 1;
        else if (M3_temp[0]) HC3_temp_ns[1] = 1;
        else HC3_temp_ns[0] = 1; 
      end
      if (Huf1[2]) begin 
        if (M4_temp[3]) HC4_temp_ns[4] = 1;
        else if (M4_temp[2]) HC4_temp_ns[3] = 1;
        else if (M4_temp[1]) HC4_temp_ns[2] = 1;
        else if (M4_temp[0]) HC4_temp_ns[1] = 1;
        else HC4_temp_ns[0] = 1;  
      end
      if (Huf1[1]) begin 
        if (M5_temp[3]) HC5_temp_ns[4] = 1;
        else if (M5_temp[2]) HC5_temp_ns[3] = 1;
        else if (M5_temp[1]) HC5_temp_ns[2] = 1;
        else if (M5_temp[0]) HC5_temp_ns[1] = 1;
        else HC5_temp_ns[0] = 1;  
      end
      if (Huf1[0]) begin 
        if (M6_temp[3]) HC6_temp_ns[4] = 1;
        else if (M6_temp[2]) HC6_temp_ns[3] = 1;
        else if (M6_temp[1]) HC6_temp_ns[2] = 1;
        else if (M6_temp[0]) HC6_temp_ns[1] = 1;
        else HC6_temp_ns[0] = 1;  
      end
      if (Huf1[5] | Huf2[5]) begin 
        if (M1_temp[3]) M1_temp_ns[4] = 1;
        else if (M1_temp[2]) M1_temp_ns[3] = 1;
        else if (M1_temp[1]) M1_temp_ns[2] = 1;
        else if (M1_temp[0]) M1_temp_ns[1] = 1;
        else M1_temp_ns[0] = 1;
      end
      if (Huf1[4] | Huf2[4]) begin 
        if (M2_temp[3]) M2_temp_ns[4] = 1;
        else if (M2_temp[2]) M2_temp_ns[3] = 1;
        else if (M2_temp[1]) M2_temp_ns[2] = 1;
        else if (M2_temp[0]) M2_temp_ns[1] = 1;
        else M2_temp_ns[0] = 1; 
      end      
      if (Huf1[3] | Huf2[3]) begin 
        if (M3_temp[3]) M3_temp_ns[4] = 1;
        else if (M3_temp[2]) M3_temp_ns[3] = 1;
        else if (M3_temp[1]) M3_temp_ns[2] = 1;
        else if (M3_temp[0]) M3_temp_ns[1] = 1;
        else M3_temp_ns[0] = 1; 
      end
      if (Huf1[2] | Huf2[2]) begin 
        if (M4_temp[3]) M4_temp_ns[4] = 1;
        else if (M4_temp[2]) M4_temp_ns[3] = 1;
        else if (M4_temp[1]) M4_temp_ns[2] = 1;
        else if (M4_temp[0]) M4_temp_ns[1] = 1;
        else M4_temp_ns[0] = 1;  
      end
      if (Huf1[1] | Huf2[1]) begin 
        if (M5_temp[3]) M5_temp_ns[4] = 1;
        else if (M5_temp[2]) M5_temp_ns[3] = 1;
        else if (M5_temp[1]) M5_temp_ns[2] = 1;
        else if (M5_temp[0]) M5_temp_ns[1] = 1;
        else M5_temp_ns[0] = 1;  
      end
      if (Huf1[0] | Huf2[0]) begin 
        if (M6_temp[3]) M6_temp_ns[4] = 1;
        else if (M6_temp[2]) M6_temp_ns[3] = 1;
        else if (M6_temp[1]) M6_temp_ns[2] = 1;
        else if (M6_temp[0]) M6_temp_ns[1] = 1;
        else M6_temp_ns[0] = 1;  
      end
      if (Huf1_sort[14] & Huf1_sort[13] & Huf1_sort[10]) begin
      next = IDLE;
      code_valid = 1;
      M1[4:0] = M1_temp_ns;
      M2[4:0] = M2_temp_ns;
      M3[4:0] = M3_temp_ns;
      M4[4:0] = M4_temp_ns;
      M5[4:0] = M5_temp_ns;
      M6[4:0] = M6_temp_ns;
      HC1[4:0] = HC1_temp_ns;
      HC2[4:0] = HC2_temp_ns;
      HC3[4:0] = HC3_temp_ns;
      HC4[4:0] = HC4_temp_ns;
      HC5[4:0] = HC5_temp_ns;
      HC6[4:0] = HC6_temp_ns;
      end
    end
  endcase 
end
always_ff @(posedge clk) begin
    Huf6 <= Huf6_ns;
    Huf5 <= Huf5_ns;
    Huf4 <= Huf4_ns;
    Huf3 <= Huf3_ns;
    Huf2 <= Huf2_ns;
    Huf1 <= Huf1_ns;
end
always_ff @(posedge clk) begin
    round1 <= round1_ns;
    round2 <= round2_ns;
end
always_ff @(posedge clk) begin
    CNT1_temp <= CNT1_temp_ns;
    CNT2_temp <= CNT2_temp_ns;
    CNT3_temp <= CNT3_temp_ns;
    CNT4_temp <= CNT4_temp_ns;
    CNT5_temp <= CNT5_temp_ns;
    CNT6_temp <= CNT6_temp_ns;
end
always_ff @(posedge clk) begin
    HC1_temp <= HC1_temp_ns;
    HC2_temp <= HC2_temp_ns;
    HC3_temp <= HC3_temp_ns;
    HC4_temp <= HC4_temp_ns;
    HC5_temp <= HC5_temp_ns;
    HC6_temp <= HC6_temp_ns;
end
always_ff @(posedge clk) begin
    M1_temp <= M1_temp_ns;
    M2_temp <= M2_temp_ns;
    M3_temp <= M3_temp_ns;
    M4_temp <= M4_temp_ns;
    M5_temp <= M5_temp_ns;
    M6_temp <= M6_temp_ns;
end
always_ff @(posedge clk,negedge rst_n) begin
  if (!rst_n) current_state <= IDLE;
  else current_state <= next;
end
endmodule
module CN(number1,number2,number3,number4,number5,number6,s_number6,s_number5,s_number4,s_number3,s_number2,s_number1);
	input [14:0] number1, number2, number3, number4, number5, number6;
	output logic [14:0] s_number1, s_number2, s_number3, s_number4, s_number5, s_number6;
	logic [14:0] w1,w2,w3,w4,w5,w6,w7,w8,w9,w10;
	always_comb begin
		if(number1 > number2) begin
            w1 = (number2 > number3) ? number3 : number2;
            w2 = (number2 > number3) ? number2 : number3;
            w3 = number1;
		end 
        else begin
            w1 = (number1 > number3) ? number3 : number1;
            w2 = (number1 > number3) ? number1 : number3;
            w3 = number2;
		end
	end
	always_comb begin
		if(number5 > number6) begin
            w4 = (number4 > number6) ? number6 : number4;
            w5 = (number4 > number6) ? number4 : number6;
            w6 = number5;
		end 
        else begin
            w4 = (number4 > number5) ? number5 : number4;
            w5 = (number4 > number5) ? number4 : number5;
            w6 = number6;
		end
	end
    assign s_number3 = (w2 > w3) ? w2 : w3;
    assign w7 = (w2 > w3) ? w3 : w2;
    assign s_number4 = (w5 > w6) ? w5 : w6;
    assign w8 = (w5 > w6) ? w6 : w5;
    assign w9 = (w1 > w4) ? w1 : w4;
    assign s_number1 = (w1 > w4) ? w4 : w1;
    assign s_number5 = (w7 > w8) ? w7 : w8;
    assign w10 = (w7 > w8) ? w8 : w7;
    assign s_number6 = (w9 > w10) ? w9 : w10;
    assign s_number2 = (w9 > w10) ? w10 : w9;
endmodule
==> run.sh <==
#!/bin/bash
# OpenROAD 26Q1-2900-gdf79404cd8, Yosys 0.63+post, stock flow scripts
make -C /OpenROAD-flow-scripts/flow DESIGN_CONFIG=/design/flow/config.mk WORK_HOME=/design/flow/orfs finish
==> config.mk <==
export PLATFORM = sky130hd
export DESIGN_NAME = huffman
export DESIGN_NICKNAME = huffman
export VERILOG_FILES = /design/flow/design.v
export SDC_FILE = /design/flow/constraint.sdc
export NUM_CORES = 4
export LEC_CHECK = 1
export CORE_UTILIZATION = 50
==> constraint.sdc <==
current_design huffman

set clk_period 30.8
set clk_io_pct 0.2

create_clock -name clk0 -period $clk_period [get_ports {clk}]

set non_clock_inputs [all_inputs -no_clocks]
set_input_delay [expr $clk_period * $clk_io_pct] -clock clk0 $non_clock_inputs
set_output_delay [expr $clk_period * $clk_io_pct] -clock clk0 [all_outputs]
==> changes_impl.md <==
## Implementation

- Clock skew: 0.0123 ns
- Drt first pass iters: 5
- PortBufs: 109
- Worst path bufs/invs: 8
- Core box area: 30700 µm²
- Tmin final: 13.89 ns
- Synth top area cells: dfxtp_1 17%, ha_1 13%, edfxtp_1 12%
- Min Hold Slack: 0.486 ns
- Cts bufs inserted: 17
- Setup TNS: 0 ns
- Registers, synthesis: 193
- Vias in the first global route: 11934
- Combinational power share: 0.059
- Post-DR vias/cell: 5.69
- M1 GR Usage: 0.463
- Max Cap Viol: 0
- Type of the worst min-delay path: reg -> reg
- Most frequent CP cell: a21o_1
- Sequential share of power: 0.538
- I/O pins: 157
- Post-CTS sizing: 0
- Worst Setup End Kind: register
- Worst-Margin Slew: 0.960 ns
- Root buffer selected by CTS: clkbuf_16
- # rows: 64
- Final setup viols: 0
- Total Routing Usage GR: 0.298
- CTS Sinks: 193
- HPWL after DPL: 35000 µm
- Slowest-stage cell, CP: buf_4
- H-tree Lvls: 4
- DRC violations left: 0
- Yosys warns: 2
- WL final: 45300 µm
- Post-synth top cells: 279 x nor2_1, 164 x ha_1, 151 x a21oi_1, 151 x nand2_1, 141 x inv_1
- Cell count in the Yosys report: 1937
- Routed Antenna Nets: 0
- Die width: 179 µm
- Initial Util: 0.508
- WS Path Type: reg -> reg
- GR Overflow Total: 0
- Predominant post-synthesis flop cell: dfxtp_1
- RSZ-0062 raised after global routing: no
- Die area: 31900 µm²
- Routed vias: 13662
- GR peak layer: met1
- Count of tool warnings: 35
- Status: finished clean
- Net switching power: 0.000161 W
- Die height: 179 µm
- Peak VDD IR: 0.0384 mV
- # diodes: 0
- Pre-CTS setup slack: 17.15 ns
- Worst path max stage delay: 0.74 ns
- Pin count of the biggest net entering global routing: 81
- WL/cell: 18.9 µm
- MI comb area: 10100 µm²
- Drt initial violations: 1218
- Synth cell types: 85
- Seq/Total Area, Yosys: 0.287
- EDFF count, synth: 60
- Fmax achieved: 72.0 MHz
- Clk latency late pin: 0.44 ns
- CP arrival: 14.23 ns
- Initial antenna violation count: 0
- Setup Fix Bufs, Post-CTS: 0
- Max_slew headroom: 0.356
- Post-Synthesis Cell Area: 15600 µm²
- Sw frac: 0.272
- Area grow syn2layout: 11.9%
- Met3 global-route usage: 0.0487
- Fillers: 2796
- Worst-path maximum fanout: 80
- Post-route core utilization: 0.569
- Syn Area/Cell: 8.05 µm²
- Final slew viol count: 0
- Clock power share: 0.403
- Flop area: 4480 µm²
- Top-area cell share: 0.167
- Crit path launch type: register
- Final Hold Violation Tally: 0
- Post-synthesis cell count: 1937
- Delay-heaviest family, CP: AND-OR/OR-AND gates
- Largest area contributor in the netlist: dfxtp_1
- Setup ws final: 16.91 ns
- Pint: 0.000432 W
- Post-synth ARST share: 0.0155
- Most frequent cell after synthesis: nor2_1
- Post-cts hold-fix buffer tally: 0
- Power Dens Cells: 34.0 nW/µm²
- Worst-path clk slew: 0.08 ns
- TritonCTS clock tree: built
- Worst EP required: 31.14 ns
- Post-synthesis chip area from yosys: 15600 µm²
- Met2 Usage GRT: 0.444
- CTS max path bufs: 2
- Layout cells sized above 1: 0.0628
- GPL Wtd Cong: 0.930
- First-pass GRT wire length: 69500 µm
- Period utilization: 0.451
- Leakage power total: 8.21 nW
## state kept, by name, summed over array words and instances (netlist names), 13 cells and up
register and cells:
Huf1 13, Huf2 13, Huf3 15, Huf4 15
Huf5 15, Huf6 15
## cell families after synthesis
kind of cell	synth area share
other	0.000241
AND-OR/OR-AND	0.181
XOR/XNOR	0.0270
AND/OR/NAND/NOR	0.191
buffers and inverters	0.0792
flip-flops	0.287
multiplexers	0.0997
adder cells (fa/ha/maj)	0.135
## per-stage QoR
| stage | instances | area, µm² | power, W |
|---|---|---|---|
| after CTS | 2401 | 17400 | 0.000599 |
| after detailed placement | 2369 | 16800 | 0.000359 |
| after floorplan | 1978 | 15700 | 0.000338 |
| after global routing | 2401 | 17400 | 0.000616 |
| after global placement | 2369 | 16800 | 0.000357 |
| final | 2401 | 17400 | 0.000593 |
## power groups by stage
stage	Clock [W]	Sequential, W	Combinational [W]
CTS	0.000245	0.000318	0.0000357
global route	0.000254	0.000321	0.0000407
finish	0.000239	0.000319	0.0000352
## path summary, 6_finish.rpt
kind	startpoint	endpoint	slack [ns]	cells past startpoint
min in group asynchronous	rst_n	current_state[2]	5.89	1
worst min register to register	current_state[1]	current_state[1]	0.49	1
worst max-delay path	current_state[2]	Huf6[14]	16.91	49
worst max register to register	current_state[2]	Huf6[14]	16.91	49
max in group asynchronous	rst_n	current_state[0]	24.69	1
worst min-delay path	current_state[1]	current_state[1]	0.49	1
## area by class of cell
type | instances | area share
Inverter | 142 | 0.0306
Clock buffer | 19 | 0.0266
Tap cell | 396 | 0.0284
Timing Repair Buffer | 129 | 0.0712
Sequential cell | 193 | 0.257
Multi-Input combinational cell | 1509 | 0.577
Clock inverter | 13 | 0.00911
## per-layer routing
layer	up-vias	part of all wire
met1	6327	0.47
met2	412	0.44
met4	0	0.026
met5	-	0
met3	52	0.071
li1	6871	-
## cells in the final DEF, fill, tap and decap left out, types with 7 or more instances in the layout
master,count
a21oi_1,151
mux2i_1,113
a31oi_1,20
nand2_1,150
o21a_1,10
inv_1,140
nor2b_1,13
ha_1,164
a21o_1,49
o211ai_1,10
and3_1,55
clkbuf_16,18
and2_1,10
buf_4,20
o21ai_0,120
a211oi_1,19
clkdlybuf4s50_1,109
nor2_1,277
xor2_1,27
edfxtp_1,60
o221a_2,7
nand3_1,36
dfxtp_1,130
nand2b_1,17
xnor2_1,21
conb_1,42
o22ai_1,7
nand4_1,34
mux2_2,31
nor3_1,27
No activity file was given, so power comes from the tool's default toggle rates.
